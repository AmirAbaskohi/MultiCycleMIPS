**flow/config.mk**
```make
export PLATFORM = sky130hd
export DESIGN_NAME = MultiCycleMIPS_Controller
export DESIGN_NICKNAME = MultiCycleMIPS_Controller
export VERILOG_FILES = /design/flow/design.v
export SDC_FILE = /design/flow/constraint.sdc
export NUM_CORES = 4
export LEC_CHECK = 1
export CORE_AREA = 10 10 80 80
export DIE_AREA = 0 0 90 90
```
**flow/constraint.sdc**
```tcl
current_design MultiCycleMIPS_Controller

set clk_period 3.0
set clk_io_pct 0.2

create_clock -name clk0 -period $clk_period [get_ports {clk}]

set non_clock_inputs [all_inputs -no_clocks]
set_input_delay [expr $clk_period * $clk_io_pct] -clock clk0 $non_clock_inputs
set_output_delay [expr $clk_period * $clk_io_pct] -clock clk0 [all_outputs]
```
**flow/design.v**
```verilog
module SignalController(input [5:0]opcode, input clk, rst, output reg IorD, MemRead, MemWrite, IRWrite, RegDst, LastReg, MemtoReg,
                        PCtoReg, RegWrite, ALUSrcA, PcWrite, beq, bne, output reg [1:0] ALUSrcB, PCSrc, AluOp);  
  reg [4:0] ns, ps;
  always@(posedge clk, posedge rst)
  begin
    if(rst) ps <= 1;
    else ps <= ns;
  end
  always@(ps, opcode)
  begin
    case(ps)
      1 : ns <= 2;
      2 : begin
        case(opcode)
          6'b000010 : ns <= 3;   
          6'b000100 : ns <= 4;   
          6'b000101 : ns <= 5;   
          6'b100000 : ns <= 6;   
          6'b100011 : ns <= 7;   
          6'b101011 : ns <= 7;   
          6'b000000 : ns <= 11;  
          6'b001000 : ns <= 13;  
          6'b001100 : ns <= 15;  
          6'b000011 : ns <= 17;  
        endcase
      end
      3 : ns <= 1;
      4 : ns <= 1;
      5 : ns <= 1;
      6 : ns <= 1;
      7 : 
      begin
        if(opcode == 6'b100011) ns <= 8;  
        else ns <= 10;  
      end
      8: ns <= 9;
      9: ns <= 1;
      10: ns <= 1;
      11: ns <= 12;
      12: ns <= 1;
      13: ns <= 14;
      14: ns <= 1;
      15: ns <= 16;
      16: ns <= 1;
      17: ns <= 1;
    endcase
  end
  always@(ps)
  begin
    {IorD,MemRead,MemWrite,IRWrite,RegDst,LastReg,MemtoReg,PCtoReg,RegWrite,ALUSrcA,PcWrite,beq,bne} = 13'b0000000000000;
    {ALUSrcB, PCSrc, AluOp} = 6'b000000;
    case(ps)
      1: begin
        {MemRead, IRWrite, PcWrite} = 3'b111;
        ALUSrcB = 2'b01;
      end
      2: ALUSrcB = 2'b11;
      3: begin
        PCSrc = 2'b01;
        PcWrite = 1'b1;
      end
      4: begin
        {ALUSrcA, beq} = 2'b11;
        AluOp = 2'b01;
        PCSrc = 2'b10;
      end
      5: begin
        {ALUSrcA, bne} = 2'b11;
        AluOp = 2'b01;
        PCSrc = 2'b10;
      end
      6: begin
        PcWrite = 1'b1;
        PCSrc = 2'b11;
      end
      7: begin
        ALUSrcA = 1'b1;
        ALUSrcB = 2'b10;
      end
      8: {IorD, MemRead} = 2'b11;
      9: {MemtoReg, RegWrite} = 2'b11;
      10: {IorD, MemWrite} = 2'b11;
      11: begin
        ALUSrcA = 1'b1;
        AluOp = 2'b10;
      end
      12: {RegWrite, RegDst} = 2'b11;
      13: begin
        ALUSrcA = 1'b1;
        ALUSrcB = 2'b10;
      end
      14: RegWrite = 1'b1;
      15: begin
        ALUSrcA = 1'b1;
        ALUSrcB = 2'b10;
        AluOp = 2'b11;
      end
      16: RegWrite = 1'b1;
      17: begin
        {PcWrite, PCtoReg, LastReg, RegWrite} = 4'b1111;
        PCSrc = 2'b01; 
      end
    endcase
  end
endmodule
module ALUController(input [1:0] AluOp, input [5:0] funccode, output reg [2:0] ALUOperation);
    always@(AluOp, funccode)begin
      if(AluOp == 2'b10)begin
        if(funccode == 6'b100000) ALUOperation = 3'b010;
        else if(funccode == 6'b100100) ALUOperation = 3'b000;
        else if(funccode == 6'b100101) ALUOperation = 3'b001;
        else if(funccode == 6'b100010) ALUOperation = 3'b011;
        else if(funccode == 6'b101010) ALUOperation = 3'b100;
        else ALUOperation = 3'b010;
      end
      else if(AluOp == 2'b00) ALUOperation = 3'b010;
      else if(AluOp == 2'b01) ALUOperation = 3'b011;
      else if(AluOp == 2'b11) ALUOperation = 3'b000;
    end
endmodule
module MultiCycleMIPS_Controller(input [5:0] opcode, funccode, input zero, clk, rst, output IorD, MemRead, MemWrite, IRWrite, RegDst, LastReg, 
                        MemtoReg, PCtoReg, RegWrite, ALUSrcA, PCLoad, output[1:0] ALUSrcB, PCSrc, output[2:0] ALUOperation);
  wire[1:0] AluOp;
  wire PcWrite, beq, bne;
  SignalController SC (opcode, clk, rst, IorD, MemRead, MemWrite, IRWrite, RegDst, LastReg, MemtoReg,
                       PCtoReg, RegWrite, ALUSrcA, PcWrite, beq, bne, ALUSrcB, PCSrc, AluOp);
  ALUController AC (AluOp, funccode, ALUOperation);
  assign PCLoad = PcWrite | (beq & zero) | (bne & (~zero));
endmodule
```
**flow/run.sh**
```bash
#!/bin/bash
# OpenROAD 26Q1-2900-gdf79404cd8, Yosys 0.63+post, stock flow scripts
make -C /OpenROAD-flow-scripts/flow DESIGN_CONFIG=/design/flow/config.mk WORK_HOME=/design/flow/orfs finish
```
==> results.ini <==
[timing]
rsz0062_at_grt = false
drv_slew = 0
unclocked_pins = 8
setup_viol = 0
fin_crit_sh = 0.968
hold_viol = 0
fin_crit_ps = 2900
fmax_mhz = 345
unconstrained_endpoints = 13

[global_routing]
grt_util_all_layers = 0.0735
grt_pass1_vias = 1054
grt_start_max_net_pins = 18
grt_antenna_before_repair = 0
overflow = 0
grt_first_pass_wirelength_um = 5300

[logic_synthesis]
syn_area_mm2 = 0.00112
synthCells = 142
ys.flop_type = dlxtn_1
synth_cell_types = 53
yosysCellCount = 142
edf_count = 0
syn_area_per_cell_um2 = 7.88
ys_ff = 13
yosysWarnings = 2
ys_chip_area_mm2 = 0.00112
async_flop_share = 0.385

[drt]
drt_iter0_markers = 66
drc = 0
routed_wl_um = 3060
num_antenna_cells = 0
vias_per_cell = 4.65
wl_per_cell_um = 12.5
ant_nets = 0
route.vias.total = 1145
drt-pass1-iter-count = 4

[floorplanning]
row_count = 25
core_area_mm2 = 0.00472
ios = 33
die_x_um = 90
die_height_um = 90
initial_utilization = 0.237
dieArea_mm2 = 0.00810

[finish]
nFillCells = 475
synthToLayoutAreaGrowth_pct = 46.8
fin_util = 0.348
mostFrequentLayoutCells = clkdlybuf4s50_1 (28), nand2_1 (11), buf_4 (10)
fin_area_mm2 = 0.00164
comb_area_um2 = 823
drive_gt1_frac = 0.168
flop_area_um2 = 250
lay_top_count = clkdlybuf4s50_1

[clock_network]
cts_tree = done
worst_setup_hold_path_clk_slew_ps = 40
clock-root-buffer = clkbuf_8
cts_buffer_depth = 2
htree_levels = 1
cts-buffers-inserted = 3
hold_buffers = 0

[min_path]
hold_class = in -> async

[placed_design]
placed_cell_area_mm2 = 0.00149
globalplace.congestion = 0.827
portBuffers = 32
hpwl_um = 2360

[job]
warning_count = 30
drv_cap = 0

[setup_path]
worstPathMaxFanout = 2
worstPathArrival_ps = 2300
crit_type = in -> out
cp-end-kind = output pin
start_kind = input port
critPathRequiredTime_ps = 2400

[outcome]
status = finished clean

[power_and_ir_drop]
powerDensity_mw_per_mm2 = 519
p_leak_nw = 0.675
peakVddDrop_v = 0.000176
p_total_mw = 0.852

==> worst paths after layout <==
path / end / startpoint
worst max-delay path: ALUOperation[0] / funccode[4]
worst min-delay path: SC.ps[4] / rst
max in group asynchronous: SC.ps[0] / rst
min in group clk0: PCLoad / SC.ps[3]
==> final cells by class <==
| type | instances | share of cell area |
|---|---|---|
| multi-input cells | 111 | 0.502 |
| clock buffers | 4 | 0.0274 |
| flip-flops and latches | 13 | 0.152 |
| inverters | 9 | 0.0206 |
| well taps | 67 | 0.0511 |
| repair buffers | 42 | 0.247 |
==> cells in the mapped netlist (2+ instances only) <==
library cell  number  share of area
nand2b_1           6          0.034
clkbuf_1           2         0.0067
nand2_1           12          0.040
nor3b_1            5          0.034
a31oi_1            2          0.011
o21ai_0            8          0.036
buf_2              5          0.022
o41ai_1            2          0.016
and3b_1            2          0.016
nor2_1            10          0.034
inv_1              9          0.030
a21oi_1            7          0.031
o32ai_1            2          0.016
mux2i_1            5          0.045
dlxtn_1            8           0.11
dfrtp_1            4          0.089
and2b_1            2          0.013
ha_1               6          0.067
buf_6              3          0.030
nor3_1             5          0.022
o21ai_1            2         0.0089
nor2b_1            4          0.022
==> worst max-delay path: stages <==
cell and delay, ps:
clkdlybuf4s50_1 390, nand2b_4 150, nor2_4 100, nand2_2 60, o32ai_2 190, dlxtn_2 360, clkdlybuf4s50_1 460
==> metal layers <==
metal,part of all wire,GRT usage
met1,0.50,0.110
met2,0.44,0.110
met3,0.050,0.0126
met4,0.0091,0.00928
met5,0,0
==> sequential cells by signal (all words and copies together) (netlist names) <==
register and cells:
SC.ns 5, AC.ALUOperation 3, SC.ps 5
==> timing repair <==
item	in CTS	in global routing
setup endpoints to repair	1	2
pin swaps	0	4
gates resized	7	11
buffers inserted	1	4
==> report_power, final <==
| group | total (mW) | switching [mW] | internal, mW |
|---|---|---|---|
| Combinational | 0.542 | 0.246 | 0.296 |
| Sequential | 0.188 | 0.0382 | 0.149 |
| Clock | 0.122 | 0.0311 | 0.0910 |
| Total | 0.852 | 0.315 | 0.536 |
==> kinds of logic after synthesis <==
family	after synthesis	share of synthesized area
and+or+nand+nor	57	0.311
AOI/OAI and AO/OA	38	0.239
buffers and inverters	20	0.0962
latches	8	0.107
adders and majority gates	6	0.0671
muxes	6	0.0548
DFF	5	0.113
other	1	0.00335
xor gates and xnor gates	1	0.00783
==> stage by stage <==
| stage | hold slack, ps | TNS [ps] | cells | setup WS [ps] |
|---|---|---|---|---|
| 3_3_place_gp | 834 | -25.9 | 237 | -25.9 |
| 3_5_place_dp | 844 | -23.2 | 237 | -23.2 |
| 6_report | 592 | 0 | 246 | 97.4 |
| 2_1_floorplan | 378 | 0 | 144 | 775 |
| 5_1_grt | 624 | 0 | 246 | 26.6 |
| 4_1_cts | 611 | 0 | 242 | 16.0 |
